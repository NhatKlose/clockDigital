File: design/flow/design.v
 module DayOfMonth(
    input day_clk,
    input rst,
    input [6:0]month_w,
    input [10:0]year_w,
    output reg [6:0]max_day
 );
 always @(posedge day_clk or posedge rst) begin
    if(rst) begin
        max_day <= 7'b0011111;
    end
    else begin 
      case(month_w)
         6'd1: begin
            max_day <= 7'd31;
         end
         6'd2: begin
            if(year_w % 4 == 0) 
            begin
                max_day <= 29;
            end
            else begin
                max_day <= 28;
            end
         end
         6'd3: begin
            max_day <= 6'd31;
         end
         6'd4: begin
            max_day <= 6'd30;
         end
         6'd5: begin
            max_day <= 6'd31;
         end
         6'd6: begin
            max_day <= 6'd30;
         end
         6'd7: begin
            max_day <= 6'd31;
         end
         6'd8: begin
            max_day <= 6'd31;
         end
         6'd9: begin
            max_day <= 6'd30;
         end
         6'd10: begin
            max_day <= 6'd31;
         end
         6'd11: begin
            max_day <= 6'd30;
         end
         6'd12: begin
            max_day <= 6'd31;
         end
      endcase
    end
end
 endmodule
File: design/flow/run.sh
#!/bin/bash
# OpenROAD 26Q1-2900-gdf79404cd8, Yosys 0.63+post, stock flow scripts
make -C /OpenROAD-flow-scripts/flow DESIGN_CONFIG=/design/flow/config.mk WORK_HOME=/design/flow/orfs finish
File: design/flow/config.mk
export PLATFORM = sky130hd
export DESIGN_NAME = DayOfMonth
export DESIGN_NICKNAME = DayOfMonth
export VERILOG_FILES = /design/flow/design.v
export SDC_FILE = /design/flow/constraint.sdc
export NUM_CORES = 4
export LEC_CHECK = 1
export CORE_AREA = 10 10 70 70
export DIE_AREA = 0 0 80 80
File: design/flow/constraint.sdc
current_design DayOfMonth

set clk_period 1.1
set clk_io_pct 0.2

create_clock -name clk0 -period $clk_period [get_ports {day_clk}]

set non_clock_inputs [all_inputs -no_clocks]
set_input_delay [expr $clk_period * $clk_io_pct] -clock clk0 $non_clock_inputs
set_output_delay [expr $clk_period * $clk_io_pct] -clock clk0 [all_outputs]
==> results.txt <==
clk root buf: clkbuf_4
antenna cell count: 0
DRT Pass-1 Iters: 2
Hold Crit Class: in2async
gr usage total: 0.0257
PortBufs: 12
Syn. warnings: 1
post-synthesis instance total: 26
non-filler cells, final: 90
endpoints failing setup: 0
Die W: 80 microns
layout cells sized above 1: 0.318
Fin Clk Skew: 0 ns
OpenROAD warning count: 35
Final Cell Area: 419 sq um
max-cap violations: 0
Initial Util: 0.0582
Setup WS post-layout: 0.0306 ns
Registers, synthesis: 2
largest net degree at the start of global routing: 7
PD cells: 1010 mW/mm^2
# placed instances: 86
Filler Cell Count: 393
Final Max Tran Viols: 0
Wirelength per Cell: 8.83 microns
CTS tree: yes
RSZ-0062 raised after global routing: yes
vias in the first global route: 281
Sink Count: 2
Hold Vio Cnt, Final: 0
Die Y: 80 microns
CP required: 0.88 ns
grt total ovfl: 0
largest registers: max_day x2
H-tree depth: 1
DP Worst Slack: -0.370 ns
CP endpoint kind: primary output
Lkg Pwr: 0.192 nW
Worst Setup Path Type: reg2out
Max Freq: 935 MHz
initial DRC count: 2
min cycle time layout: 1.07 ns
Synth Seq Share: 0.264
Peak VDD IR: 207 uV
Top reg by flops: max_day
type of origin of the critical path: flip-flop
clk latency late pin: 0.22 ns
clk buf depth: 2
average size of a mapped cell: 7.65 sq um
Final Cycle Share: 0.972
clock-pin slew on the worst setup and hold paths: 0.03 ns
top cell family by delay on the critical path: flip-flops
CTS buffer count: 3
initial antenna violation count: 0
hold_buf cts: 0
run status: complete, no violations
yosys stat cell total: 26
Worst path slowest cell: dfstp_2
Final Wtd Congestion: 0.708
most frequent cells in the layout: conb_1 (5), buf_4 (5), nor2_1 (4), dlymetal6s2s_1 (4)
vias per cell: 2.57
DP HPWL: 666 microns
Site Rows: 21
placed cell areas: 380 sq um
fin util: 0.123
CP max FO: 2
post-route ant nets: 0
Yosys cell types: 14
DRT Wirelength: 795 microns
via count: 231
WP data arrival: 0.85 ns
CP max stage delay: 0.52 ns
DRC viols: 0
final hold slack: 0.346 ns
placeable core region: 0.00342 sq mm
first-pass GRT wire length: 1250 microns
Mapped Area: 199 sq um
I/O pin total: 27
worst path bufs/invs: 1
area grow syn2layout: 111%
Cell Chain, Critical Path: buf_2
max reg flops: 2
die area: 0.00640 sq mm
YS chip area: 199 sq um
[routing by layer]
metal,vias to the layer above,wire [microns],track usage,part of all wire
met5,-,0,0,0
met4,0,0,0.00352,0
met3,0,161,0.0307,0.20
met2,13,277,0.0321,0.35
met1,101,356,0.0279,0.45
li1,117,-,-,-
[final cells by class]
type,instances,area [sq um],area share
clock buffers,3,22.5,0.0537
multi-input cells,21,129,0.307
repair buffers,17,154,0.367
well taps,46,57.6,0.137
flip-flops and latches,2,52.6,0.125
inverters,1,3.75,0.00896
[repair_timing]
action | CTS | global route
setup buffers | 1 | 0
resized | 10 | 5
pin swaps | 4 | 0
setup endpoints to repair | 3 | 4
[report_power, final]
group	total [mW]	internal (mW)	switching (mW)
Combinational	0.139	0.0814	0.0573
Clock	0.163	0.120	0.0421
Sequential	0.122	0.109	0.0124
Total	0.423	0.311	0.112
[final timing paths]
check | start | slack [ns] | depth (start not counted) | endpoint
hold reg to reg | max_day[0] | 0.48 | 1 | max_day[0]
setup / recovery | max_day[1] | 0.03 | 1 | max_day[1]
setup reg to reg | max_day[1] | 0.11 | 3 | max_day[1]
hold / removal | rst | 0.35 | 2 | max_day[1]
max in group asynchronous | rst | 0.73 | 2 | max_day[0]
min in group clk0 | month_w[2] | 0.44 | 3 | max_day[1]
[cell usage after synthesis]
cell	instances	area [sq um]
conb_1	2	7.51
nand2_1	3	11.3
o211ai_1	2	15.0
o2bb2ai_1	1	8.76
a21oi_1	1	5.00
buf_4	5	37.5
a2111oi_2	1	15.0
inv_1	1	3.75
nor2_1	4	15.0
o21ai_0	1	5.00
dfstp_2	2	52.6
a211oi_1	1	7.51
nor3_1	1	5.00
nor3_2	1	10.0
[kinds of logic after synthesis]
family                 count (synthesis)  synth area share
AND-OR/OR-AND                          7             0.283
buffers and inverters                  6             0.208
flip-flops                             2             0.264
other                                  2            0.0377
AND/OR/NAND/NOR                        9             0.207
[worst reg2reg max path: stages (launching register included)]
cell,delay [ns]
dfstp_2,0.36
buf_4,0.14
a2111oi_4,0.32
nor2_1,0.09
[per-stage QoR]
| step | power (mW) | setup TNS, ns |
|---|---|---|
| floorplan | 0.163 | 0 |
| global placement | 0.279 | -0.790 |
| detailed placement | 0.279 | -0.813 |
| CTS | 0.433 | 0 |
| global route | 0.472 | -0.0133 |
| finish | 0.423 | 0 |
Power is estimated from default activity; no workload was simulated.
