`flow/config.mk`:
```
export PLATFORM = sky130hd
export DESIGN_NAME = led_7_seg
export DESIGN_NICKNAME = led_7_seg
export VERILOG_FILES = /design/flow/design.v
export SDC_FILE = /design/flow/constraint.sdc
export NUM_CORES = 4
export LEC_CHECK = 1
export CORE_AREA = 10 10 70 70
export DIE_AREA = 0 0 80 80
```
`flow/constraint.sdc`:
```
current_design led_7_seg

set clk_period 1.2
set clk_io_pct 0.2

create_clock -name clk0 -period $clk_period

set non_clock_inputs [all_inputs -no_clocks]
set_input_delay [expr $clk_period * $clk_io_pct] -clock clk0 $non_clock_inputs
set_output_delay [expr $clk_period * $clk_io_pct] -clock clk0 [all_outputs]
```
`flow/design.v`:
```
`timescale 1ns / 1ps
module led_7_seg(
input [3:0] in,
output reg [6:0] out
);
always@ (in)
begin
    case (in)
        0: out = 7'b1111110;
        1: out = 7'b0110000;
        2: out = 7'b1101101;
        3: out = 7'b1111001;
        4: out = 7'b0110101;
        5: out = 7'b1011011;
        6: out = 7'b1011111;
        7: out = 7'b1110000;
        8: out = 7'b1110000;
        9: out = 7'b1110011;
        default: out = 7'b000000;
     endcase
end
endmodule
```
`flow/run.sh`:
```
#!/bin/bash
# OpenROAD 26Q1-2900-gdf79404cd8, Yosys 0.63+post, stock flow scripts
make -C /OpenROAD-flow-scripts/flow DESIGN_CONFIG=/design/flow/config.mk WORK_HOME=/design/flow/orfs finish
```
==> GITHUB_STEP_SUMMARY <==
## Synthesis and layout report

| Metric | Value |
|---|---|
| Run status | `finished with violations` |
| Violated checks | `setup timing` |
| Cell area after technology mapping | `219.0 um^2` |
| Tally of OpenROAD warnings | `39` |
| Total of endpoints with negative setup slack in the final report | `2` |
| Remaining DRCs | `0` |
| Share of the clock period used by the worst path | `103.0%` |
| Final count of pins violating max slew | `0` |
| Data arrival time of the critical path | `1000 ps` |
| Switching Fraction | `42.45%` |
| Clock buffer instance count of the final layout | `0` |
| Post-placement worst setup slack | `-949.7 ps` |
| Average wire length per cell after detail routing | `7.955 um` |
| Final ANT Viol Nets | `0` |
| Maximum operating frequency | `0.8092 GHz` |
| Diode count | `0` |
| Element type at the critical path end | `output pin` |
| Post-CTS setup buffer count | `0` |
| Hold Vio Cnt, Final | `0` |
| Number of buffers added to fix hold violations after cts | `0` |
| Tally of unique sky130hd cells used after synthesis | `16` |
| HPWL reported at the end of detailed placement | `559 um` |
| Aggregate routed wire length | `708 um` |
| Number of DRC violations after detailed-routing iteration 0 | `8` |
| Net switching power | `0.00005990 W` |
| Number of cells in the yosys synthesis report | `27` |
| Worst slew pin tran | `150.6 ps` |
| Number of sequential cells | `0` |
| Int Power | `0.00008120 W` |
| Logic pwr share | `100.0%` |
| Slowest-stage cell, CP | `sky130_fd_sc_hd__ha_4` |
| Syn. warnings | `1` |
| Residual overflow from global routing | `0` |
| Total via count after detailed routing | `244` |
| Number of global-route vias before repair | `251` |
| Cells along the critical path | `buf_8 -> inv_6 -> buf_6 -> ha_4 -> mux2i_1 -> o22ai_1 -> buf_2` |
| Max Cap Viol | `0` |
| Critical path startpoint category | `primary input` |
| Shortest period the worst path allows | `1236 ps` |
| Combined global-route utilization of all metal layers | `2.193%` |
| Sequential cell fraction of total power | `0%` |
| Data required, critical path | `960 ps` |
| GP Congestion | `0.6989` |
| Overall power of the completed layout | `0.0001411 W` |
| Fin worst setup slack | `-35.80 ps` |
| First-pass GRT wire length | `1200 um` |
| Core ar. | `3416 um^2` |
| Mean Syn Cell Area | `8.110 um^2` |
| Hold Path Class | `in -> out` |
| Num rows | `21` |
| Maximum resistive drop on vdd | `0.04157 mV` |
| Chip area estimate from yosys synthesis | `219.0 um^2` |
| Maximum net fanout on the critical path | `3` |
| Fraction of the yosys area taken by sequential cells | `0%` |
| Top-level I/O count | `11` |
| Die extent in x | `80 um` |
| Power per unit of standard cell area | `299.1 nW/um^2` |
| Full die area | `6400 um^2` |
| Floorplan-stage core utilization | `6.410%` |
| Sequential cell area | `0 um^2` |
| Share of total power in the clock network | `0%` |
| Syn-to-layout area delta | `115.4%` |
| Number of antenna violations at the first check in global routing | `0` |
| Number of detailed-routing iterations run before antenna repair | `2` |
| Port bufs | `11` |
| Largest net degree at the start of global routing | `8` |
| Critical path start-end classification | `in -> out` |
| Slowest cell delay on critical path | `150 ps` |
| Worst-case headroom to the max-slew limit | `89.67%` |
| Layout cells sized above 1 | `72.09%` |
| Vias per std cell | `2.742` |
| Setup repair after global routing missed its margin | `yes` |
| Post-synthesis cell count | `27` |
| Height of the die | `80 um` |
| Fillers | `387` |
| Lkg Pwr | `0.2044 nW` |
[cells by family after synthesis]
kind of cell	synth area share (%)
fa+ha+maj	34.28
buf+inv	12.57
simple gates	10.86
compound gates	26.28
mux	16.00
[what timing repair did]
item,in CTS,in global routing
gates resized,59,8
cloned,0,0
endpoints found under the setup margin,7,6
pin swaps,6,5
endpoints found under the hold margin,0,0
[cells in the final DEF, fill, tap and decap left out, drive strengths merged]
cell | synthesis | final
o21ai | 1 | 1
nor2 | 3 | 3
a21o | 1 | 1
a211oi | 1 | 1
buf | 2 | 18
o22ai | 3 | 3
o21a | 1 | 1
ha | 6 | 6
nor2b | 1 | 1
mux2 | 1 | 1
a21oi | 1 | 1
inv | 3 | 3
nand2b | 1 | 1
mux2i | 2 | 2
[per-stage QoR]
step	utilization (%)	std cells	instance area [um^2]	setup TNS (ps)	hold slack (ps)
floorplan	-	27	219.0	0	584.0
global placement	12.38	89	422.9	-5933	1579
detailed placement	12.38	89	422.9	-6009	1589
CTS	13.44	89	459.2	-19.19	870.8
global route	13.81	89	471.7	-203.2	873.5
finish	13.81	89	471.7	-64.19	851.9
[per-layer routing]
metal,share of wire [%],global-route usage (%)
met1,46,3.098
met2,44,3.451
met3,9.6,0.5682
met4,0,0
met5,0,0
[cells in the mapped netlist, drive strengths merged]
library cell | instances | area share (%)
a211oi | 1 | 3.4
a21o | 1 | 3.4
a21oi | 1 | 2.3
buf | 2 | 7.4
ha | 6 | 34
inv | 3 | 5.1
mux2 | 1 | 6.9
mux2i | 2 | 9.1
nand2b | 1 | 2.9
nor2 | 3 | 5.1
nor2b | 1 | 2.9
o21a | 1 | 3.4
o21ai | 1 | 2.3
o22ai | 3 | 11
[path summary, 6_finish.rpt]
path   from  slack (ps)  endpoint  depth (start not counted)
min   in[2]         850    out[3]                          3
max   in[0]         -40    out[1]                          7
[worst max-delay path, delay by kind of cell]
family          cells  cell delay [ps]
fa+ha+maj           1              150
compound gates      1              100
buf+inv             4              350
mux                 1              140
[layout make-up]
class	instances	area, um^2	share of cell area, %
inverter	3	21.27	4.509
tap	46	57.56	12.20
timing repair buffer	18	142.6	30.24
multi-input combinational	22	250.2	53.05
[power groups by stage]
stage | Clock (W) | Sequential, W | Combinational, W
after CTS | 0 | 0 | 0.000135
after global routing | 0 | 0 | 0.000158
final | 0 | 0 | 0.000141
Power and IR drop assume default switching activity.
